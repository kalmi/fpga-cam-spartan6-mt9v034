===== ./run.sh =====
#!/bin/bash
# OpenROAD 26Q1-2900-gdf79404cd8, Yosys 0.63+post, stock flow scripts
make -C /OpenROAD-flow-scripts/flow DESIGN_CONFIG=/design/flow/config.mk WORK_HOME=/design/flow/orfs finish

===== ./config.mk =====
export PLATFORM = sky130hd
export DESIGN_NAME = topmodule
export DESIGN_NICKNAME = topmodule
export VERILOG_FILES = /design/flow/design.v
export SDC_FILE = /design/flow/constraint.sdc
export NUM_CORES = 4
export LEC_CHECK = 1
export CORE_UTILIZATION = 30
export SYNTH_MEMORY_MAX_BITS = 65536

===== ./constraint.sdc =====
current_design topmodule

set clk_period 4.5
set clk_io_pct 0.2

create_clock -name clk0 -period $clk_period [get_ports {CAM_PIXCLK}]
create_clock -name clk1 -period $clk_period [get_ports {CLK}]

set non_clock_inputs [all_inputs -no_clocks]
set_input_delay [expr $clk_period * $clk_io_pct] -clock clk0 $non_clock_inputs
set_output_delay [expr $clk_period * $clk_io_pct] -clock clk0 [all_outputs]

===== ./design.v =====
`timescale 1ns / 1ps
module camera #(parameter H = 752, parameter V = 480) (
	input PIXCLK,  
	input LINE_VALID,
	input FRAME_VALID,
	input [9:0] DATA_IN,
	output [9:0] DATA_OUT,
	output [$clog2(V)-1:0] CURRENT_LINE,
	output [$clog2(H)-1:0] CURRENT_COLUMN,
	output PIXEL_VALID
);
assign DATA_OUT = data;
reg[9:0] data;
always @ (posedge PIXCLK)
begin
	data<=DATA_IN;
end
reg prev_frame_valid = 1;  
always @ (posedge PIXCLK)
begin
	prev_frame_valid <= FRAME_VALID;
end
reg frame_start_seen = 0;
wire frame_start_seen_now = (FRAME_VALID && !prev_frame_valid) || frame_start_seen;
always @ (posedge PIXCLK)
begin
	frame_start_seen <= frame_start_seen_now;
end
reg pixel_valid = 0;
assign PIXEL_VALID = pixel_valid;
always @ (posedge PIXCLK)
begin
	pixel_valid <= (frame_start_seen_now && LINE_VALID && FRAME_VALID);
end
reg prev_line_valid = 0;
always @ (posedge PIXCLK)
begin
	prev_line_valid <= LINE_VALID;
end
wire line_ended = (prev_line_valid && !LINE_VALID);
counter #(V) current_line_counter(
	.CLK(PIXCLK),
	.RST(!FRAME_VALID||!frame_start_seen),
	.MAXED(),
	.EN(line_ended),
	.VALUE(CURRENT_LINE)
);
counter #(H) current_column_counter(
	.CLK(PIXCLK),
	.RST(!LINE_VALID||!frame_start_seen),
	.MAXED(),
	.EN(prev_line_valid),
	.VALUE(CURRENT_COLUMN)
);
endmodule
`timescale 1ns / 1ps
module line_buffer #(parameter H = 752, parameter V = 480) ( 
	input CLK,
	input VALID_DATA,
	input [$clog2(H)-1:0] CURRENT_COLUMN,
	input [$clog2(V)-1:0] CURRENT_LINE,
	input [$clog2(V)-1:0] INTERESTING_LINE,
	input [7:0] DATA_IN,
	input [$clog2(H)-1:0] READ_ADDRESS,
	input RESET_READY_FLAG,
	output WHOLE_LINE_READY_FLAG,
	output reg [7:0] DATA_OUT);
reg [7:0] mem[2250:0];
localparam UNINTERESTED = 2'b00;
localparam RECORDING    = 2'b01;
localparam READY        = 2'b10;
localparam UNCLEAN      = 2'b11;
reg [1:0] prev_state = UNCLEAN;
reg [1:0] state;
always @ (*)
begin 
	case(prev_state)
		UNINTERESTED: state = (line_is_interesting ? RECORDING : UNINTERESTED);
		RECORDING:    state = (line_is_interesting ? RECORDING : READY); 
		READY:        state = (RESET_READY_FLAG    ? UNCLEAN   : READY);
		UNCLEAN:      state = (line_is_interesting ? UNCLEAN   : UNINTERESTED);
	endcase
end
always @ (posedge CLK)
begin
	prev_state <= state;
end
assign WHOLE_LINE_READY_FLAG = (state == READY);
wire line_is_interesting = (CURRENT_LINE==INTERESTING_LINE);
wire [$clog2(H)-1:0] read_address = READ_ADDRESS;
wire [$clog2(H)-1:0] write_address = CURRENT_COLUMN;
always @(posedge CLK) begin
	if(VALID_DATA && state == RECORDING)
	begin
		DATA_OUT <= mem[read_address];
		mem[write_address] <= DATA_IN;
	end
	else
		DATA_OUT <= mem[read_address];
end
endmodule
`timescale 1ns / 1ps
module counter #(parameter MAX = 1'bX) (
	input CLK,
	input RST,
	input EN,
	output [$clog2(MAX)-1:0] VALUE,
	output MAXED
	);
	reg [$clog2(MAX)-1:0] value = 0;
	assign VALUE = value;
	assign MAXED = (value==MAX);
	always@(posedge CLK)
	begin
		if(RST|(MAXED&EN))
			value <= 0;
		else if(EN)
			value <= value + 1'b1;
	end
endmodule
`timescale 1ns / 1ps
module topmodule #(parameter H = 752, parameter V = 480) (
	input RST,
	input CLK,
	output [13:0] debug,
	input UART_RXD,
	output UART_TXD,
	input CAM_PIXCLK,
	input CAM_FRAME_VALID,
	input CAM_LINE_VALID,
	input [9:0] CAM_DATA,
	output CAM_SYSCLK
	);
reg [$clog2(V)-1:0] selected_line = 0;
reg [$clog2(H)-1:0] selected_column = 0;
wire [9:0] CAPTURED_DATA;
wire [$clog2(V)-1:0] CAPTURED_CURRENT_LINE;
wire [$clog2(H)-1:0] CAPTURED_CURRENT_COLUMN;
wire CAPTURED_PIXEL_VALID;
assign CAM_SYSCLK = CLK;
camera #(H,V) camera (
	.PIXCLK(CAM_PIXCLK), 
	.FRAME_VALID(CAM_FRAME_VALID),
	.LINE_VALID(CAM_LINE_VALID), 
	.DATA_IN(CAM_DATA), 
	.DATA_OUT(CAPTURED_DATA), 
	.CURRENT_LINE(CAPTURED_CURRENT_LINE), 
	.CURRENT_COLUMN(CAPTURED_CURRENT_COLUMN), 
	.PIXEL_VALID(CAPTURED_PIXEL_VALID)
);
(* keep="soft" *)
wire [1:0] CAPTURED_DATA_unused_bits = CAPTURED_DATA[1:0]; 
wire [7:0] SELECTED_PIXEL_DATA;
reg reset_buffer_ready_flag;
line_buffer #(H,V) line_buffer (
	.CLK(CLK), 
	.VALID_DATA(CAPTURED_PIXEL_VALID), 
	.CURRENT_COLUMN(CAPTURED_CURRENT_COLUMN), 
	.CURRENT_LINE(CAPTURED_CURRENT_LINE), 
	.INTERESTING_LINE(selected_line), 
	.DATA_IN(CAPTURED_DATA[9:2]), 
	.READ_ADDRESS(selected_column), 
	.WHOLE_LINE_READY_FLAG(WHOLE_LINE_READY_FLAG), 
	.RESET_READY_FLAG(reset_buffer_ready_flag), 
	.DATA_OUT(SELECTED_PIXEL_DATA)
);
reg [7:0] uart_tx_data;
reg uart_tx_data_ready = 0;
uart_send uart_send (
	.RST(RST), 
	.CLK(CLK), 
	.DATA(uart_tx_data), 
	.DATA_READY(uart_tx_data_ready), 
	.TXD(UART_TXD), 
	.IDLE(uart_tx_idle)
);
(* keep="soft" *)
wire [7:0] unconnected_received_data;
uart_receive uart_receive (
	.RST(RST), 
	.CLK(CLK), 
	.RXD(UART_RXD),
	.DATA(unconnected_received_data), 
	.RXD_READY(rxd_ready)
);
reg prev_rxd_ready;
wire byte_just_received = rxd_ready&&!prev_rxd_ready;
always@(posedge CLK)
begin
	prev_rxd_ready <= rxd_ready;
end
reg sending_frame = 0;
always@(posedge CLK)
begin
	if(byte_just_received && !sending_frame)
	begin
		sending_frame <= 1;
		reset_buffer_ready_flag <= 0;
	end
	else
	if(WHOLE_LINE_READY_FLAG && uart_tx_idle && sending_frame)
	begin
		uart_tx_data_ready<=1;
		uart_tx_data<=SELECTED_PIXEL_DATA;
		if(selected_column+1 != H)
		begin
			selected_column <= selected_column+1'b1;
			reset_buffer_ready_flag <= 0;
		end
		else
		begin
			selected_column <= 0;
			if(selected_line+1 == V)
			begin
				sending_frame <= 0;
				selected_line <= 0;
				reset_buffer_ready_flag <= 0;
			end
			else
			begin
				selected_line <= selected_line+1'b1;
				reset_buffer_ready_flag <= 1;
			end
		end
	end
	else
	begin
		uart_tx_data_ready <= 0;
		reset_buffer_ready_flag <= !sending_frame;
	end
end
assign debug[0] = 1'b1;
assign debug[1] = sending_frame;
assign debug[2] = WHOLE_LINE_READY_FLAG;
assign debug[13:3] = 0;
endmodule
`timescale 1ns / 1ps
module uart_receive(
	input RST,
	input CLK,
	input RXD,  
	output [7:0] DATA,  
	output reg RXD_READY  
	);
wire [4:0] intra_bit_counter;
wire [3:0] state;
reg finished = 0;
counter #(26) intra_bit_counter_(
		.CLK(CLK),
		.RST(RST|bit_rst),
		.MAXED(next_bit),
		.VALUE(intra_bit_counter),
		.EN(1'b1)
	);
counter #(10) state_counter(
		.CLK(CLK),
		.RST(RST|finished),
		.MAXED(state_maxed),
		.EN(next_bit|start),
		.VALUE(state)  
	);
wire start_series = (last6==6'b111000);
assign bit_rst = (state==0) && !start_series;
assign start   = (state==0) &&  start_series;
reg [5:0] last6 = 6'b000000;
wire [2:0] last3 = last6[2:0];
wire majority_of_last3 = ((last3[0]&last3[1])|(last3[2]&last3[1])|(last3[2]&last3[0]));
reg [7:0] data;
assign DATA = data;
always @(posedge CLK)
begin
	if(RST)
	begin
		RXD_READY <= 0;
	end
	if(1'b1)  
	begin
		last6 <= {last6[4:0], RXD};
		if(state>=2 && state<=9 && intra_bit_counter==15)
		begin
			data <= {majority_of_last3, data[7:1]};  
			RXD_READY <= 0;
		end
	end
	if(state_maxed)
	begin
		RXD_READY <= 1;
	end
	finished <= state_maxed;
end
endmodule
`timescale 1ns / 1ps
module uart_send(
	input RST,
	input CLK,
	input [7:0] DATA,
	input DATA_READY,	 
	output TXD,  
	output IDLE  
	);
	counter #(5'b11010) counter_txd_en(
		.CLK(CLK),
		.RST(RST),
		.MAXED(next_bit),
		.EN(1'b1),
		.VALUE()
	);
reg [3:0] counter;  
reg [0:10] shr;  
localparam START_BIT = 1'b0;
localparam STOP_BIT  = 1'b1;
wire [0:10] framed_data = {STOP_BIT, START_BIT, data_reversed, STOP_BIT};
wire [7:0] data_reversed = {DATA[0], DATA[1], DATA[2], DATA[3], DATA[4], DATA[5], DATA[6], DATA[7]};
wire data_sampling = DATA_READY&idle;
wire current_bit = shr[0];
assign TXD = current_bit;
wire idle = counter+next_bit >= 10;
assign IDLE = (idle && !DATA_READY);
always @(posedge CLK)
begin
	if(RST)
	begin
		shr[0] <= 1'b1;
		counter<=10;
	end
	else if(data_sampling)
	begin
		counter<=0;
		shr <= framed_data;
	end
	else if(next_bit && counter!==10)
	begin
		counter<=(counter + 1'b1);
		shr <= (shr<<1);
	end
end
endmodule

==> COMMIT_EDITMSG <==
Add synthesis and place-and-route results

- Run status: finished, violations left
* Violations in the final reports: setup timing
* Die Y-Extent: 1.04 mm
* Startpoint kind of the worst setup timing path: flip-flop
- In this run the standard cell core region covers between 1000000 and 1500000 um^2.
* Final Slew Violations: 0
* Met2 routed wirelength: 447 mm
- Across all setup checks in the final design, the least slack found is -0.0281 ns.
- For this run, the detailed router reports a per-instance via density of just over 5.
* Final setup viols: 1
* Total global routing overflow: 0
- The critical path is of the reg2reg type.
* Wire length of the first global-routing pass: roughly 1400 mm
- Per the detail_route log, the uppermost layer with routed signals is met5.
- Boundary Pins: 32
- On the critical path, the stage with the largest delay is an instance of sky130_fd_sc_hd__o21ai_1.
- Rows: about 380
* Met3 wire len: 215 mm
* Maximum number of pins on one net before global-route repair: approximately 150
* Most common cell after layout, fill and taps aside: sky130_fd_sc_hd__edfxtp_1
* Buffer and inverter count on the worst path: 4
- The most common logic cells in the final layout are 8230 x sky130_fd_sc_hd__edfxtp_1, 1814 x sky130_fd_sc_hd__buf_4, 1787 x sky130_fd_sc_hd__mux4_2.
- For reference, the post-synthesis area per instance comes to 21.0 um^2.
- Via count of the first global-routing pass: roughly 180k
* Total half-perimeter wirelength after legalization and detailed placement: 658 mm
- Worst-path maximum fanout: 19
- Number of endpoints with negative hold slack in the final report: 0
- Grouping stages by cell kind, the critical path spends the most delay in AND-OR/OR-AND gates.
* Proportion of layout cells with a drive suffix above 1: 29.0%
* Final Instance Area: 382000 um^2
- Sum Neg Setup Slack: -0.0281 ns
- Per the post-place timing report, worst setup slack is -0.469 ns.
- Die Width: about 1.0 mm
* CTS tree: built
- The floorplan step defined a die boundary enclosing 1080000 um^2.
* Drt total wl: 1030 mm
- DRT iter0 DRCs: 12500
* Number of routed nets with antenna violations: 0
* Mean routed wirelength per cell: 31.6 um
- During placement, the flow inserted port buffers numbering 16.
- Global routing used 20.3% of the available tracks across all layers.
- Cells traversed along the worst timing path: buf_12, buf_12, buf_4, mux4_2, o21ai_0, a221oi_1, o21ai_1, nand4_1, o311ai_4, buf_4, o221ai_1
* Worst vdd rail ir drop: 0.000457 V
- The synthesized netlist handed to floorplanning was reported with a cell count of 15300.
- The largest single stage delay on the critical path is approximately 0.58 ns.
- In this run the layout overhead on the synthesized area is reported as 18.5%.
- Post-CTS clock slew at the launch and capture registers of the worst setup and hold paths: around 0.060 ns
- Across the run, the number of max-cap violations was 0.
- In this run the tools logged warnings totalling 207.
* Worst Setup End Kind: flip-flop
- Data required time of the critical path: between 5 and 6 ns
* Met1 wire length: around 290 mm
- Vias after detailed routing: 167000
- CP arrival: ~5.7 ns
- The placement summary gives the final routability congestion estimate as 0.959.
- Cell Area, Synth: around 320000 um^2
* Number of antenna violations at the first check in global routing: approximately 110
- The script computed a power per unit cell area of 427 nW/um^2.
* Initial core utilization: between 30% and 40%
- Transition time of the tightest slew-check pin: between 1 and 1.5 ns
- Cell Area, Placed: 354000 um^2
- DRC errors left: 0
- The tightest hold path in the finished design has a slack of just under 0.07 ns.
- The clock arrives with 0.0777 ns of skew.
* Relative slew slack: around a fifth
* Unrepaired setup endpoints after global routing: no
- According to the hold report, the worst path is of the reg2reg type.
- Yosys warns: 18
- The first TritonRoute pass finished after 5 iterations.
- Pleak: about 0.12 uW
* Filler cells: between 90000 and 100k
state kept, by name, summed over array words and instances (netlist names), 2 cells and up:
signal and flops:
selected_line 9, camera.data 8, selected_column 10, uart_send.counter 4, line_buffer.DATA_OUT 8, uart_receive.state_counter.value 4
camera.current_line_counter.value 9, uart_receive.intra_bit_counter_.value 5, line_buffer.mem 8192, uart_receive.last6 6, uart_send.counter_txd_en.value 5, uart_send.shr 11
uart_tx_data 8, line_buffer.prev_state 2, camera.current_column_counter.value 10
path summary, 6_finish.rpt:
path,slack (ns),from,to,cells after the start
setup / recovery,-0.03,selected_column[0]$_SDFFCE_PN0P_,line_buffer.DATA_OUT[0]$_DFF_P_,11
hold / removal,0.07,camera.data[6]$_DFF_P_,line_buffer.mem[613][4]$_DFFE_PP_,1
setup reg to reg,-0.03,selected_column[0]$_SDFFCE_PN0P_,line_buffer.DATA_OUT[0]$_DFF_P_,11
hold reg to reg,0.07,camera.data[6]$_DFF_P_,line_buffer.mem[613][4]$_DFFE_PP_,1
max in group clk0,0.28,selected_line[5]$_SDFFCE_PN0P_,debug[2],5
min in group clk0,0.48,camera.prev_frame_valid$_DFF_P_,camera.pixel_valid$_DFF_P_,2
power breakdown:
group / internal, uW / switching, uW
Clock: 38100 / 29800
Combinational: 3450 / 6630
Sequential: 85000 / 77.6
Total: 127000 / 36500
cell type report:
type	count	area, um^2	area share, %
antenna	218	546	0.143
clock buffer	1012	21700	5.68
clock inverter	514	5070	1.33
inverter	26	123	0.0321
multi-input combinational	6044	68800	18.0
sequential	8301	249000	65.1
tap	14300	17900	4.69
timing repair buffer	2113	19300	5.04
per-stage QoR:
stage,instances,total power (uW),util (%)
finish,32600,163000,35.7
global route,32400,167000,35.7
CTS,32300,164000,35.6
detailed placement,30800,96500,33.1
global placement,30800,96500,33.1
floorplan,15400,92200,-
repair_timing:
item	in CTS	in global routing
buffers inserted	10	3
gates cloned	1	1
setup endpoints to repair	8	7
resized	11	21
hold endpoints to repair	270	0
pin swaps	2	2
hold buffers	24	0
per-layer routing:
layer	global-route usage, %	up-vias
met1	19.2	84300
met3	19.1	2316
met5	5.40	-
met4	10.7	248
met2	28.1	11600
li1	-	68400
Power figures rest on the tool's default switching activity, not on a simulated workload.
